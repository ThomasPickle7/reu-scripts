==> design/flow/design.v <==
module AXI4StreamMaster (
    clock,
    resetn,
    TDATA, TLAST, TID, TDEST, TVALID, TREADY,
    S_AXI_AWADDR, S_AXI_AWPROT, S_AXI_AWVALID, S_AXI_AWREADY,
    S_AXI_WDATA, S_AXI_WSTRB, S_AXI_WVALID, S_AXI_WREADY,
    S_AXI_BRESP, S_AXI_BVALID, S_AXI_BREADY,
    S_AXI_ARADDR, S_AXI_ARPROT, S_AXI_ARVALID, S_AXI_ARREADY,
    S_AXI_RDATA, S_AXI_RRESP, S_AXI_RVALID, S_AXI_RREADY
);
parameter STREAM_DATA_WIDTH  = 32;
parameter STREAM_ID_WIDTH    = 2;
parameter C_S_AXI_DATA_WIDTH = 32;
parameter C_S_AXI_ADDR_WIDTH = 5;
localparam STREAM_DATA_BYTES = (STREAM_DATA_WIDTH/8);
localparam ADDR_CONTROL_REG  = 5'h00;
localparam ADDR_STATUS_REG   = 5'h04;
localparam ADDR_NUM_BYTES_REG = 5'h10;
localparam ADDR_DEST_REG     = 5'h14;
input  logic [C_S_AXI_ADDR_WIDTH-1:0]   S_AXI_AWADDR;
input  logic [2:0]                          S_AXI_AWPROT;
input  logic                                S_AXI_AWVALID;
output logic                                S_AXI_AWREADY;
input  logic [C_S_AXI_DATA_WIDTH-1:0]   S_AXI_WDATA;
input  logic [C_S_AXI_DATA_WIDTH/8-1:0] S_AXI_WSTRB;
input  logic                                S_AXI_WVALID;
output logic                                S_AXI_WREADY;
output logic [1:0]                          S_AXI_BRESP;
output logic                                S_AXI_BVALID;
input  logic                                S_AXI_BREADY;
input  logic [C_S_AXI_ADDR_WIDTH-1:0]   S_AXI_ARADDR;
input  logic [2:0]                          S_AXI_ARPROT;
input  logic                                S_AXI_ARVALID;
output logic                                S_AXI_ARREADY;
output logic [C_S_AXI_DATA_WIDTH-1:0]   S_AXI_RDATA;
output logic [1:0]                          S_AXI_RRESP;
output logic                                S_AXI_RVALID;
input  logic                                S_AXI_RREADY;
input  logic                                clock;
input  logic                                resetn;
output logic [STREAM_DATA_WIDTH-1:0]   TDATA;
output logic                                TLAST;
output logic [STREAM_ID_WIDTH-1:0]     TID;
output logic [1:0]                          TDEST;
output logic                                TVALID;
input  logic                                TREADY;
logic [C_S_AXI_DATA_WIDTH-1:0] reg_control;
logic [C_S_AXI_DATA_WIDTH-1:0] reg_status;
logic [C_S_AXI_DATA_WIDTH-1:0] reg_num_bytes;
logic [C_S_AXI_DATA_WIDTH-1:0] reg_dest;
logic [C_S_AXI_ADDR_WIDTH-1:0]   axi_awaddr_reg;
logic                            axi_wready_reg;
logic [C_S_AXI_ADDR_WIDTH-1:0]   axi_araddr_reg;
logic [C_S_AXI_DATA_WIDTH-1:0]   axi_rdata_reg;
assign S_AXI_BRESP = 2'b0;
assign S_AXI_RRESP = 2'b0;
assign S_AXI_AWREADY = !axi_wready_reg;  
assign S_AXI_WREADY  = axi_wready_reg;   
always_ff @(posedge clock) begin
    if (!resetn) begin
        axi_awaddr_reg <= '0;
        axi_wready_reg <= 1'b0;
        S_AXI_BVALID   <= 1'b0;
        reg_control    <= '0;
        reg_num_bytes  <= '0;
        reg_dest       <= '0;
    end else begin
        if (S_AXI_AWVALID && S_AXI_AWREADY) begin
            axi_awaddr_reg <= S_AXI_AWADDR;
            axi_wready_reg <= 1'b1;
        end else if (S_AXI_WVALID && S_AXI_WREADY) begin
            axi_wready_reg <= 1'b0;
        end
        if (S_AXI_WVALID && S_AXI_WREADY) begin
            S_AXI_BVALID <= 1'b1;
            case (axi_awaddr_reg)
                ADDR_CONTROL_REG:   reg_control   <= S_AXI_WDATA;
                ADDR_NUM_BYTES_REG: reg_num_bytes <= S_AXI_WDATA;
                ADDR_DEST_REG:      reg_dest      <= S_AXI_WDATA;
            endcase
        end else if (S_AXI_BREADY && S_AXI_BVALID) begin
            S_AXI_BVALID <= 1'b0;
        end
    end
end
assign S_AXI_ARREADY = !S_AXI_RVALID;  
always_ff @(posedge clock) begin
    if (!resetn) begin
        S_AXI_RVALID  <= 1'b0;
        axi_rdata_reg <= '0;
    end else begin
        if (S_AXI_ARVALID && S_AXI_ARREADY) begin
            S_AXI_RVALID   <= 1'b1;  
            case(S_AXI_ARADDR)
                ADDR_CONTROL_REG:   axi_rdata_reg <= reg_control;
                ADDR_STATUS_REG:    axi_rdata_reg <= reg_status;
                ADDR_NUM_BYTES_REG: axi_rdata_reg <= reg_num_bytes;
                ADDR_DEST_REG:      axi_rdata_reg <= reg_dest;
                default:            axi_rdata_reg <= '0;
            endcase
        end else if (S_AXI_RREADY && S_AXI_RVALID) begin
            S_AXI_RVALID  <= 1'b0;
        end
    end
end
assign S_AXI_RDATA = axi_rdata_reg;
logic start_transfer;
logic transfer_in_progress;
logic [31:0] data_counter;
always_ff @(posedge clock) begin
    if(!resetn) begin
        start_transfer <= 1'b0;
    end else begin
        if (S_AXI_WVALID && S_AXI_WREADY && (axi_awaddr_reg == ADDR_CONTROL_REG) && S_AXI_WDATA[0]) begin
            start_transfer <= 1'b1;
        end else begin
            start_transfer <= 1'b0;
        end
    end
end
always_ff @(posedge clock) begin
    if (!resetn) begin
        transfer_in_progress <= 1'b0;
    end else begin
        if (start_transfer) begin
            transfer_in_progress <= 1'b1;
        end else if (TLAST && TREADY) begin
            transfer_in_progress <= 1'b0;
        end
    end
end
always_ff @(posedge clock) begin
    if (!resetn) begin
        data_counter <= '0;
    end else if (start_transfer) begin
        data_counter <= '0;
    end else if (transfer_in_progress && TVALID && TREADY) begin
        data_counter <= data_counter + 1;
    end
end
assign TVALID = transfer_in_progress;
assign TDATA  = data_counter;  
assign TLAST  = (transfer_in_progress) && (data_counter == (reg_num_bytes / STREAM_DATA_BYTES) - 1'b1);
assign TDEST  = reg_dest[1:0];
assign TID    = '0;  
always_comb begin
    reg_status = '0;  
    reg_status[0] = transfer_in_progress;  
end
endmodule
==> design/flow/constraint.sdc <==
current_design AXI4StreamMaster

set clk_period 10.5
set clk_io_pct 0.2

create_clock -name clk0 -period $clk_period [get_ports {clock}]

set non_clock_inputs [all_inputs -no_clocks]
set_input_delay [expr $clk_period * $clk_io_pct] -clock clk0 $non_clock_inputs
set_output_delay [expr $clk_period * $clk_io_pct] -clock clk0 [all_outputs]
==> design/flow/config.mk <==
export PLATFORM = sky130hd
export DESIGN_NAME = AXI4StreamMaster
export DESIGN_NICKNAME = AXI4StreamMaster
export VERILOG_FILES = /design/flow/design.v
export SDC_FILE = /design/flow/constraint.sdc
export NUM_CORES = 4
export LEC_CHECK = 1
export CORE_UTILIZATION = 40
==> design/flow/run.sh <==
#!/bin/bash
# OpenROAD 26Q1-2900-gdf79404cd8, Yosys 0.63+post, stock flow scripts
make -C /OpenROAD-flow-scripts/flow DESIGN_CONFIG=/design/flow/config.mk WORK_HOME=/design/flow/orfs finish
==> impl_results.rst <==
Run summary
-----------

.. list-table::
   :header-rows: 1

   * - Metric
     - Value
   * - Via density per instance
     - ~5.2
   * - Count of different cell masters after synthesis
     - 64
   * - Area reported by Yosys stat
     - 8430 sq um
   * - Area leader, netlist
     - sky130_fd_sc_hd__dfxtp_1
   * - Commonest flop
     - sky130_fd_sc_hd__dfxtp_1
   * - CTS buffer count
     - 17
   * - Total net switching power
     - 348 uW
   * - Cts repair resizes
     - 0
   * - Initial DRT Pass Iterations
     - 5
   * - Post-synth EDFFs
     - 0
   * - Starting DRT DRC Count
     - roughly 420
   * - Area of the mapped netlist
     - 8430 sq um
   * - Die outline area
     - 21700 sq um
   * - Total number of clock tree sinks
     - 170
   * - Post-route worst setup slack
     - 4.10 ns
   * - Leading cell types by count after synthesis
     - 248 x sky130_fd_sc_hd__nand2_1, 170 x sky130_fd_sc_hd__dfxtp_1, 98 x sky130_fd_sc_hd__a21boi_0
   * - Final count of pins violating max slew
     - 0
   * - Fin crit period
     - 6.40 ns
   * - Row Count
     - about 52
   * - Final wirelength
     - 22100 um
   * - CTS root buffer
     - sky130_fd_sc_hd__clkbuf_16
   * - Antenna violations before repair
     - 0
   * - Fraction of power consumed by the clock network
     - 0.454
   * - Top-area cell type share of the netlist area
     - 0.404
   * - Hold slack final
     - 0.457 ns
   * - Init Core Util
     - 0.413
   * - Fraction of final layout cells sized beyond drive strength 1
     - 0.0789
   * - Outcome
     - complete, no violations
   * - Count of filler cells inserted in the layout
     - approximately 2000
   * - Clock skew
     - 0.00849 ns
   * - Endpoint required time on the critical path
     - 8.40 ns
   * - Count of tool warnings
     - 35
   * - Number of H-tree levels
     - 4
   * - Relative area change from synthesis to final layout
     - 23.2%
   * - Fraction of power spent switching nets
     - 0.252
   * - Part of the total power dissipated in sequential elements
     - 0.476
   * - Critical Path AT
     - ~4.3 ns
   * - Wire length of the first global-routing pass
     - 36000 um
   * - Die x size
     - 147 um
   * - Chip height
     - 147 um
   * - Ratio of total power to cell area
     - ~130 nW/um^2
   * - Worst Setup Slack post-DPL
     - 4.58 ns
   * - Leakage component of the power
     - 3.57 nW
   * - Antenna cell count
     - 0
   * - Yosys synthesis warning count
     - 1
   * - Post-Place Cells
     - 1366
   * - Non-filler cells in the finished layout
     - 1398
   * - Total via count in the routed design
     - 7309
   * - Max-cap check violation count
     - 0
   * - Gate count of the mapped netlist
     - 1028
   * - Remaining routing DRC violations
     - 0
   * - Top cells by area
     - sky130_fd_sc_hd__dfxtp_1 40%, sky130_fd_sc_hd__nand2_1 11%, sky130_fd_sc_hd__a21boi_0 8.7%
   * - Cell count listed in synth_stat.txt
     - 1028
   * - Detailed placer's ending HPWL
     - 15000 um
   * - Hold Fails Final Rpt
     - 0
   * - Worst Tran Pin Value
     - approximately 0.73 ns
   * - Setup violators final
     - 0
   * - Asr flop ratio synth
     - 0
   * - Logic pwr share
     - 0.070
   * - Post CTS Setup Buffer Count
     - 0
   * - Via count of the first global-routing pass
     - 6717
   * - CORE AREA
     - 20400 sq um
   * - Endpoint class of the critical path
     - output port
   * - RSZ-0062 raised after global routing
     - no
   * - Internal portion of total power
     - 1.03 mW
   * - Achievable frequency
     - roughly 0.16 GHz
   * - Post-synthesis area per instance
     - 8.20 sq um
   * - Top cell type by instance count after synthesis
     - sky130_fd_sc_hd__nand2_1
   * - CTS max path bufs
     - 2
   * - Number of primary I/O pins
     - around 140
   * - Class of the tightest hold or removal check
     - reg2reg
   * - Final core occ
     - 0.509
   * - Global-route congestion overflow total
     - 0
   * - Clock latency on the worst-skew pair
     - 0.43 ns
   * - Clock-pin slew on the worst setup and hold paths
     - 0.07 ns
   * - Type of the worst setup path
     - reg2out
   * - Crit start category
     - flop
   * - Routability-driven placement congestion ratio
     - between 0.8 and 0.9
   * - Register share after synthesis
     - 0.404
   * - Period utilisation layout
     - 0.609
   * - Max-slew headroom
     - 0.515
   * - Total global routing track utilization
     - 0.213
   * - Routed length per instance
     - 15.8 um
   * - Setup Total Neg Slack
     - 0 ns
   * - Pin count of the biggest net entering global routing
     - between 70 and 80
   * - Number of buffers inserted for hold repair after clock tree synthesis
     - 0
   * - Largest voltage drop on the vdd net
     - 0.0949 mV
   * - Flops after synth
     - about 170
   * - Critical Path Fanout Max
     - 11
   * - IO buf count
     - 122
   * - Clock tree from TritonCTS
     - built
   * - Final ANT Viol Nets
     - 0
==> routing by layer <==
layer  wire (um)  part of all wire  up-vias  GRT usage
met2        9440              0.43      155      0.316
met1       11500              0.52     3437      0.348
met3         874             0.040       16     0.0285
met4         236             0.011        0     0.0237
li1            -                 -     3701          -
met5           0                 0        -          0
==> final timing paths <==
check	start	end	slack [ns]	cells past startpoint
setup / recovery	reg_num_bytes[2]	TLAST	4.10	10
hold reg to reg	reg_dest[17]	reg_dest[17]	0.46	2
hold / removal	reg_dest[17]	reg_dest[17]	0.46	2
setup reg to reg	reg_num_bytes[2]	transfer_in_progress	6.87	9
==> metrics by stage <==
stage / area (sq um) / power, mW
final: 10400 / 1.38
after CTS: 10400 / 1.39
after global placement: 9800 / 0.768
after detailed placement: 9800 / 0.768
after global routing: 10400 / 1.43
after floorplan: 8450 / 0.724
==> power groups by stage <==
stage	combinational, mW	sequential [mW]	clock [mW]
after CTS	0.0973	0.656	0.640
after global routing	0.105	0.657	0.668
final	0.0963	0.656	0.627
==> area by class of cell <==
class	count	area (sq um)	area share
multi-input combinational	783	4720	0.454
clock buffer	17	425	0.0409
clock inverter	15	163	0.0157
sequential	170	3400	0.327
inverter	7	26.3	0.00253
tap	270	338	0.0325
timing repair buffer	136	1320	0.127
==> cells in the final DEF, fill, tap and decap left out, drive strengths merged, types with 4 or more instances in the layout <==
master,Yosys,final
a21boi,98,98
a21oi,5,5
a22oi,33,33
a31oi,4,4
and2,33,33
and3,15,15
and4,5,5
buf,13,15
clkbuf,60,17
clkdlybuf4s50,0,121
clkinv,0,6
conb,1,6
dfxtp,170,170
inv,7,13
mux2,29,29
mux2i,6,6
nand2,248,248
nand2b,8,8
nand3,21,21
nand4,10,10
nor2,46,46
nor2b,13,13
nor3,18,18
nor3b,5,5
nor4,11,11
o21ai,43,43
or3,12,12
or4,5,5
xnor2,31,31
xor2,31,31
==> worst max-delay path, cell delays in order, from the launching register on <==
cell and delay [ns]:
sky130_fd_sc_hd__dfxtp_1 0.37, sky130_fd_sc_hd__inv_1 0.12, sky130_fd_sc_hd__ha_1 0.30, sky130_fd_sc_hd__nor3b_1 0.43, sky130_fd_sc_hd__nand4_1 0.52, sky130_fd_sc_hd__or3_1 0.55
sky130_fd_sc_hd__a221oi_1 0.30, sky130_fd_sc_hd__o2111a_1 0.22, sky130_fd_sc_hd__nand4_1 0.09, sky130_fd_sc_hd__nor4_1 0.43, sky130_fd_sc_hd__clkdlybuf4s50_1 0.54
==> kinds of logic (layout without fill, tap and decap cells) <==
family                   count (synthesis)  after routing  synth area share
XOR/XNOR                                62             62            0.0644
adder cells (fa/ha/maj)                  2              2           0.00297
AND-OR/OR-AND                          216            216             0.181
flip-flops                             170            170             0.404
multiplexers                            36             36            0.0485
other                                    1              6          0.000445
buffers and inverters                   80            175            0.0408
AND/OR/NAND/NOR                        461            461             0.258
No activity file was given, so power comes from the tool's default toggle rates.
