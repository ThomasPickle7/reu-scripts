[design/flow/config.mk]
export PLATFORM = sky130hd
export DESIGN_NAME = AXI4StreamMaster_APB
export DESIGN_NICKNAME = AXI4StreamMaster_APB
export VERILOG_FILES = /design/flow/design.v
export SDC_FILE = /design/flow/constraint.sdc
export NUM_CORES = 4
export LEC_CHECK = 1
export CORE_UTILIZATION = 30
[design/flow/constraint.sdc]
current_design AXI4StreamMaster_APB

set clk_period 5.5
set clk_io_pct 0.2

create_clock -name clk0 -period $clk_period [get_ports {PCLK}]

set non_clock_inputs [all_inputs -no_clocks]
set_input_delay [expr $clk_period * $clk_io_pct] -clock clk0 $non_clock_inputs
set_output_delay [expr $clk_period * $clk_io_pct] -clock clk0 [all_outputs]
[design/flow/design.v]
`timescale 1ns / 1ps
module AXI4StreamMaster_APB (
    PCLK,
    PRESETn,
    TDATA,
    TLAST,
    TID,
    TDEST,
    TVALID,
    TREADY,
    PSEL,
    PENABLE,
    PWRITE,
    PADDR,
    PWDATA,
    PRDATA,
    PREADY,
    PSLVERR
);
parameter STREAM_DATA_WIDTH = 32;
parameter STREAM_ID_WIDTH   = 2;
localparam STREAM_DATA_BYTES = (STREAM_DATA_WIDTH/8);
parameter C_APB_DATA_WIDTH = 32;
parameter C_APB_ADDR_WIDTH = 5;
localparam ADDR_CONTROL_REG   = 5'h00;
localparam ADDR_STATUS_REG    = 5'h04;
localparam ADDR_NUM_BYTES_REG = 5'h10;
localparam ADDR_DEST_REG      = 5'h14;
input  logic                        PCLK;
input  logic                        PRESETn;
output logic [STREAM_DATA_WIDTH-1:0] TDATA;
output logic                         TLAST;
output logic [STREAM_ID_WIDTH-1:0]   TID;
output logic [1:0]                   TDEST;
output logic                         TVALID;
input  logic                         TREADY;
input  logic                        PSEL;
input  logic                        PENABLE;
input  logic                        PWRITE;
input  logic [C_APB_ADDR_WIDTH-1:0] PADDR;
input  logic [C_APB_DATA_WIDTH-1:0] PWDATA;
output logic [C_APB_DATA_WIDTH-1:0] PRDATA;
output logic                        PREADY;
output logic                        PSLVERR;
logic [C_APB_DATA_WIDTH-1:0] reg_control;
logic [C_APB_DATA_WIDTH-1:0] reg_status;
logic [C_APB_DATA_WIDTH-1:0] reg_num_bytes;
logic [C_APB_DATA_WIDTH-1:0] reg_dest;
logic                        start_pulse;
wire clock  = PCLK;
wire resetn = PRESETn;
wire apb_access = PSEL && PENABLE;
always_ff @(posedge clock or negedge resetn) begin
    if (!resetn) begin reg_control <= '0; reg_num_bytes <= '0; reg_dest <= '0; end
    else if (apb_access && PWRITE) begin
        case (PADDR)
            ADDR_CONTROL_REG:   reg_control   <= PWDATA;
            ADDR_NUM_BYTES_REG: reg_num_bytes <= PWDATA;
            ADDR_DEST_REG:      reg_dest      <= PWDATA;
            default:;
        endcase
    end
end
always_comb begin
    case(PADDR)
        ADDR_CONTROL_REG:   PRDATA = reg_control;
        ADDR_STATUS_REG:    PRDATA = reg_status;
        ADDR_NUM_BYTES_REG: PRDATA = reg_num_bytes;
        ADDR_DEST_REG:      PRDATA = reg_dest;
        default:            PRDATA = '0;
    endcase
end
assign PREADY = 1'b1;
assign PSLVERR = 1'b0;
assign start_pulse = apb_access && PWRITE && (PADDR == ADDR_CONTROL_REG) && PWDATA[0];
typedef enum logic [1:0] { IDLE, STREAM_DATA, STREAM_LAST } state_t;
state_t current_state, next_state;
logic [31:0] data_reg;
logic [23:0] transfer_counter;
wire [23:0] transfers_in_packet = reg_num_bytes[23:0] / STREAM_DATA_BYTES;
wire transfer_fire = TVALID & TREADY;
assign TDATA = data_reg;
assign TLAST = (current_state == STREAM_LAST);
always_ff @(posedge clock or negedge resetn) begin
    if (!resetn) current_state <= IDLE;
    else current_state <= next_state;
end
always_comb begin
    next_state = current_state;
    case (current_state)
        IDLE: if (start_pulse) begin
            if (transfers_in_packet > 1) next_state = STREAM_DATA;
            else if (transfers_in_packet == 1) next_state = STREAM_LAST;
            else next_state = IDLE;  
        end
        STREAM_DATA: if (transfer_fire && (transfer_counter == transfers_in_packet - 2)) begin
            next_state = STREAM_LAST;
        end
        STREAM_LAST: if (transfer_fire) begin
            next_state = IDLE;
        end
    endcase
end
always_ff @(posedge clock or negedge resetn) begin
    if (!resetn) begin
        data_reg <= 32'b0;
        transfer_counter <= '0;
        TVALID <= 1'b0;
        TDEST <= 2'b0;
        reg_status <= '0;
    end else begin
        if (start_pulse) begin
            TDEST <= reg_dest[1:0];
            data_reg <= 32'b0;
            transfer_counter <= '0;
        end
        TVALID <= (current_state == STREAM_DATA || current_state == STREAM_LAST);
        reg_status[0] <= (current_state != IDLE) || start_pulse;
        if (transfer_fire) begin
            data_reg <= data_reg + 1;
            if (transfer_counter == transfers_in_packet - 1) begin
                transfer_counter <= '0;
            end else begin
                transfer_counter <= transfer_counter + 1;
            end
        end
    end
end
assign TID = '0;
endmodule
[design/flow/run.sh]
#!/bin/bash
# OpenROAD 26Q1-2900-gdf79404cd8, Yosys 0.63+post, stock flow scripts
make -C /OpenROAD-flow-scripts/flow DESIGN_CONFIG=/design/flow/config.mk WORK_HOME=/design/flow/orfs finish
==> impl_metrics.env <==
# implementation run metrics
export IMPL_cts_buffers=17
export IMPL_wire_per_inst_um=16.9
export IMPL_chip_area_mm2=0.0307
export IMPL_reg2reg_depth=10
export IMPL_ir_drop_mv=0.194
export IMPL_final_area_mm2=0.0110
export IMPL_cp_max_fo=33
export IMPL_antenna_diode_count=0
export IMPL_drtIter0Drc=524
export IMPL_ff_type="dfrtp_1"
export IMPL_cts_max_path_buffers=2
export IMPL_edf_count=0
export IMPL_root_buffer="clkbuf_16"
export IMPL_r2r_end="transfer_counter[9]"
export IMPL_yosysWarnings=1
export IMPL_holdCritStartpoint="transfer_counter[23]"
export IMPL_worstReg2RegStart="reg_num_bytes[4]"
export IMPL_period_minus_slack_ns=4.24
export IMPL_min_period_over_period=0.770
export IMPL_synth_top_cell_area_share=0.439
export IMPL_cellLeakagePower_nw=4.68
export IMPL_postRouteAntennaNets=0
export IMPL_cts_clk_slew_worst_paths_ns=0.07
export IMPL_die_w_um=175
export IMPL_vias=7269
export IMPL_holdPathEnd="transfer_counter[23]"
export IMPL_ys_area_mm2=0.00901
export IMPL_track_usage=0.158
export IMPL_synth_async_reset_ratio=1.00
export IMPL_tool_warnings=30
export IMPL_placed_cell_area_mm2=0.0104
export IMPL_status="finished clean"
export IMPL_cts_tree="yes"
export IMPL_fill_cells=2885
export IMPL_worstHoldPathType="flop to flop"
export IMPL_seqCellArea_mm2=0.00395
export IMPL_synth_cellmix_xorXnorShare=0.0379
export IMPL_ctsHoldBuffers=0
export IMPL_drc=0
export IMPL_core_area_mm2=0.0296
export IMPL_vias_per_cell=5.26
export IMPL_io_buffers=110
export IMPL_grt_pass1_wl_um=38100
export IMPL_fmax_ghz=0.236
export IMPL_grt_pass1_vias=6801
export IMPL_avgSynthCellArea_um2=9.99
export IMPL_timing_hold_violations_final=0
export IMPL_logic_area_mm2=0.00474
export IMPL_critPathCaptureType="primary output"
export IMPL_mux_area_frac=0.159
export IMPL_hold_depth=1
export IMPL_ctsResizeCount=0
export IMPL_htreeDepth=4
export IMPL_layout_top_cells="dfrtp_1, mux2_2, clkdlybuf4s50_1"
export IMPL_area_growth_pct=22.3
export IMPL_slew_violations=0
export IMPL_dpl_hpwl_um=16100
export IMPL_row_count=63
export IMPL_final_common_cell="dfrtp_1"
export IMPL_adder_share=0.0139
export IMPL_rsz0062_at_grt="false"
export IMPL_ios=115
export IMPL_reg2reg_slack_ns=1.87
export IMPL_setup_violations=0
export IMPL_setup_tns_ns=0
export IMPL_fp_util=0.305
export IMPL_post_cts_buffers=0
export IMPL_worstSetupStartpointType="input port"
export IMPL_yosys_area_share_simple=0.179
export IMPL_ys_top_logic_family="simple AND/OR/NAND/NOR gates"
export IMPL_slew_headroom=0.405
export IMPL_path_class="input port to primary output"
export IMPL_yosysCellCount=902
export IMPL_final_util=0.373
export IMPL_maxCapViolations=0
export IMPL_place_congestion=0.887
export IMPL_synth_area_top_cells="dfrtp_1, mux2_2, a22oi_1, nand2_1, o21ai_0"
export IMPL_postSynthSeqShare=0.439
export IMPL_insertion_delay_ns=0.42
export IMPL_fin_skew_ns=0.0157
export IMPL_cts_sinks=158
export IMPL_synth_area_mm2=0.00901
export IMPL_worstMarginPinSlew_ns=0.890
export IMPL_fp_dieH_um=175
export IMPL_hold_ws_ns=0.490
export IMPL_overflow=0
export IMPL_top_area_cell="dfrtp_1"
export IMPL_grt_max_degree=58
export IMPL_antenna_found_initial=0
export IMPL_ys_seq_elements=158
export IMPL_yosysUniqueCellTypes=61
export IMPL_yosys_area_share_aoi=0.133
export IMPL_syn_inst=902
export IMPL_layout_drive_gt1_share=0.184
export IMPL_critPathArrivalTime_ns=3.14
export IMPL_cellPowerDensity_mw_per_mm2=299
export IMPL_required_ns=4.40
export IMPL_firstDrtPassIters=6
export IMPL_drt_wl_total_um=23300
-- Yosys cell counts, types with 9 or more instances --
library cell    n
dfrtp_1       158
mux2_2        120
nand2_1        67
nor2_1         64
clkbuf_1       51
o21ai_0        49
nand3_1        47
a31oi_1        36
a22oi_1        34
and3_1         21
xnor2_1        21
nand4_1        19
or3_1          19
xor2_1         18
a21oi_1        14
nor3_1         14
inv_1          11
ha_1           10
o31ai_1         9
-- report_power, final --
part,switching [mW],internal [mW]
sequential,0.128,1.27
combinational,0.357,0.317
clock,0.560,0.665
-- cells by family after synthesis --
| family | after synthesis |
|---|---|
| AOI/OAI and AO/OA | 183 |
| xor gates and xnor gates | 39 |
| adders and majority gates | 10 |
| buffers and inverters | 77 |
| DFF | 158 |
| muxes | 127 |
| other | 2 |
| and+or+nand+nor | 306 |
-- worst max-delay path, stage by stage --
cell	delay, ns
clkdlybuf4s50_1	0.68
nor2_2	0.19
buf_4	0.36
a22oi_1	0.15
nor2_1	0.15
clkdlybuf4s50_1	0.48
-- through the flow --
stage	setup slack, ns	total power, mW	cells
after floorplan	2.10	1.84	904
after CTS	1.26	3.34	1383
after detailed placement	1.28	2.09	1351
after global routing	1.12	3.48	1383
final	1.26	3.29	1383
after global placement	1.28	2.08	1351
-- final cells by class --
class | instances | share of cell area
clock buffer | 18 | 0.0398
tap | 390 | 0.0443
inverter | 11 | 0.00375
sequential | 158 | 0.359
clock inverter | 14 | 0.0153
timing repair buffer | 123 | 0.108
multi-input combinational | 669 | 0.430
-- layer usage --
| layer | track usage | wire, µm | vias up |
|---|---|---|---|
| met4 | 0.0130 | 220 | 0 |
| met3 | 0.0283 | 1250 | 13 |
| met2 | 0.244 | 10700 | 193 |
| met1 | 0.246 | 11100 | 3577 |
| li1 | - | - | 3486 |
| met5 | 0 | 0 | - |
-- how the worst max path moves through the flow --
stage | from | to | slack (ns)
CTS | PADDR[4] | PRDATA[22] | 1.26
global route | PADDR[4] | PRDATA[13] | 1.12
finish | PADDR[4] | PRDATA[22] | 1.26
Power and IR drop assume default switching activity.
